==> design.v <==
module register_file #(
    parameter index_width = 3,
    parameter reg_width = 32
)(
    input rstn,
    input clk,
    input we,
    input [index_width-1 : 0] op0,     
    input [index_width-1 : 0] op1,     
    input [index_width-1 : 0] op2,     
    input  [reg_width-1 : 0] D,
    output [reg_width-1 : 0] S1,
    output [reg_width-1 : 0] S2
);
reg [reg_width-1 : 0] regs [0 : (1<<index_width)-1];
integer addr_internal;
assign S1 = regs[op1];
assign S2 = regs[op2];
always @(posedge clk) begin
    if(!rstn)
        for(addr_internal=0;  addr_internal < (1<<index_width); addr_internal=addr_internal+1)
            regs[addr_internal] <= 0;
    if(we)
        regs[op0] <= D;
end
endmodule 
==> run.sh <==
#!/bin/bash
# OpenROAD 26Q1-2900-gdf79404cd8, Yosys 0.63+post, stock flow scripts
make -C /OpenROAD-flow-scripts/flow DESIGN_CONFIG=/design/flow/config.mk WORK_HOME=/design/flow/orfs finish
==> config.mk <==
export PLATFORM = sky130hd
export DESIGN_NAME = register_file
export DESIGN_NICKNAME = register_file
export VERILOG_FILES = /design/flow/design.v
export SDC_FILE = /design/flow/constraint.sdc
export NUM_CORES = 4
export LEC_CHECK = 1
export CORE_UTILIZATION = 30
==> constraint.sdc <==
current_design register_file

set clk_period 4.9
set clk_io_pct 0.2

create_clock -name clk0 -period $clk_period [get_ports {clk}]

set non_clock_inputs [all_inputs -no_clocks]
set_input_delay [expr $clk_period * $clk_io_pct] -clock clk0 $non_clock_inputs
set_output_delay [expr $clk_period * $clk_io_pct] -clock clk0 [all_outputs]
==> flow_metrics.tcl <==
# place-and-route summary
set metrics [dict create \
    internal-power_mw 4.07 \
    cts_root_buffer_type "sky130_fd_sc_hd__clkbuf_16" \
    drtIter0Drc 332 \
    via_count 7463 \
    drv.max_cap_violation_count 0 \
    grt_max_degree 36 \
    numPlacedInstances 1444 \
    crit_path_cell_trace "buf_4, buf_12, mux4_1, mux2_2, clkdlybuf4s50_1" \
    rsz0062_at_grt "false" \
    worst_vdd_drop_v 0.000222 \
    netlist-cell-type-count 15 \
    timing.hold.worst.class "in -> reg" \
    drt-wirelength-per-cell_um 23.9 \
    floorplan.die_area_mm2 0.0464 \
    antenna-diode-count 0 \
    drt_first_pass_iters 4 \
    initial_utilization_pct 30.6 \
    timing.final.setup_violations 0 \
    tritoncts_num_sinks 256 \
    share_of_cells_above_drive_strength_1_pct 21.6 \
    crit_path_max_fanout 32 \
    yosysWarningCount 1 \
    drt.antenna.violating_nets 0 \
    timing_worst_slew_pin_value_ns 0.886 \
    combinationalPowerShare_pct 14.1 \
    grt_pass1_vias 7997 \
    p_switching_mw 1.16 \
    top_regs "regs: 256 flops" \
    drcViolationCount 0 \
    numCtsBuffers 27 \
    synth_seq_share_pct 56.2 \
    timing.critical_path.arrival_ns 3.02 \
    final-max-slew-violation-count 0 \
    power_density_mw_per_mm2 323 \
    ctsHtreeMaxLevel 1 \
    syn-instance-count 780 \
    postRouteWirelength_um 35600 \
    power_frac_seq_pct 50.4 \
    clockBufferDepth 3 \
    overflow 0 \
    cts_resized 0 \
    warnings 25 \
    setup_total_negative_slack_ns 0 \
    synth_flops 256 \
    whs_ns 1.25 \
    slew-limit-headroom_pct 40.9 \
    synthesis.area_mm2 0.0137 \
    floorplan.die.width_um 215 \
    final_period_util_pct 81.6 \
    post-route-min-period_ns 4.00 \
    register_with_the_highest_flop_count "regs" \
    cp-startpoint "op2[0]" \
    hold_path.startpoint "D[7]" \
    required_ns 3.92 \
    port-buffer-count 107 \
    synthDominantAreaCellType "sky130_fd_sc_hd__edfxtp_1" \
    p_clk_share_pct 35.5 \
    max_stage_delay_ns 0.60 \
    synthesis_to_layout_area_growth_pct 18.6 \
    final_weighted_congestion_in_routability_driven_placement 0.777 \
    fp.coreArea_mm2 0.0446 \
    globalRouteTotalUtil_pct 16.3 \
    grt_pass1_wl_um 51600 \
    post_cts_hold_buffer_count 0 \
    clk_pin_slew_ns 0.06 \
    achievable-frequency_ghz 0.250 \
    detail_route.vias_per_cell 5.01 \
    report.final.hold_viol_count 0 \
    swShare_pct 22.2 \
    startpoint_type "primary input" \
    category_of_the_worst_setup_path_capture_point "output pin" \
    dp_hpwl_um 20300 \
    synth.yosys.chip_area_mm2 0.0137 \
    antenna_found_initial 4 \
    boundaryPins 108 \
    synthesis.area_per_instance_um2 17.5 \
    postCtsSetupBuffers 0 \
    topCellsByArea "sky130_fd_sc_hd__edfxtp_1 56%, sky130_fd_sc_hd__mux4_1 15%, sky130_fd_sc_hd__and2_1 12%, sky130_fd_sc_hd__mux4_2 7.9%, sky130_fd_sc_hd__mux2_2 5.2%" \
    slowest_library_cell_on_the_worst_path "sky130_fd_sc_hd__mux4_1" \
    largest_reg_flops 256 \
    netlist.area_leader.share_pct 56.2 \
    path_class "in -> out" \
    chipHeight_um 215 \
    run_status "complete, no violations" \
    core.rowCount 77 \
    layoutNonFillerInstCount 1491 \
    tritoncts "built" \
    ys_cells 780 \
    leakage_nw 5.68 \
]
final timing paths:
kind / endpoint / cells after the start
max: S2[31] / 5
min: regs[6][7]$_SDFFCE_PN0P_ / 2
cell families after synthesis:
group	synth area share [%]
and+or+nand+nor	12.7
DFF	56.2
buffers and inverters	2.48
muxes	28.6
routing by layer:
metal | vias up | GRT usage, % | routed length [um]
met5 | - | 0.521 | 84
met4 | 10 | 2.74 | 672
met3 | 55 | 8.64 | 4330
met2 | 406 | 27.1 | 18100
met1 | 3671 | 19.5 | 12400
li1 | 3321 | - | -
critical path, delay by kind of cell:
family                 cells  cell delay (ns)
buffers and inverters      3             1.07
muxes                      2             0.91
power groups by stage:
stage / sequential, mW / combinational, mW / clock (mW)
CTS: 2.63 / 0.760 / 1.90
global route: 2.65 / 0.796 / 1.97
finish: 2.63 / 0.738 / 1.86
layout by cell type (no fill, tap or decap):
cell type                         instances
sky130_fd_sc_hd__and2_1                 256
sky130_fd_sc_hd__edfxtp_1               256
sky130_fd_sc_hd__clkdlybuf4s50_1        101
sky130_fd_sc_hd__mux4_1                  80
sky130_fd_sc_hd__mux2_2                  63
sky130_fd_sc_hd__mux4_2                  48
sky130_fd_sc_hd__clkbuf_16               27
sky130_fd_sc_hd__buf_4                   23
sky130_fd_sc_hd__nand2b_2                 8
sky130_fd_sc_hd__clkbuf_1                 7
sky130_fd_sc_hd__buf_12                   6
sky130_fd_sc_hd__clkinv_1                 5
sky130_fd_sc_hd__clkinv_2                 4
sky130_fd_sc_hd__and4bb_2                 3
sky130_fd_sc_hd__and4b_2                  3
sky130_fd_sc_hd__clkinvlp_4               2
sky130_fd_sc_hd__buf_2                    2
sky130_fd_sc_hd__mux2_4                   1
sky130_fd_sc_hd__nor4b_2                  1
sky130_fd_sc_hd__and4_2                   1
sky130_fd_sc_hd__inv_6                    1
sky130_fd_sc_hd__bufinv_16                1
area by class of cell:
| type | instances | area (um2) |
|---|---|---|
| fill | 4038 | 28400 |
| sequential | 256 | 7690 |
| multi-input combinational | 464 | 5680 |
| timing repair buffer | 132 | 1310 |
| tap | 592 | 741 |
| clock buffer | 34 | 702 |
| clock inverter | 13 | 92.6 |
through the flow:
stage               setup slack (ns)  total power, mW  area (um2)  util, %
detailed placement             0.861             3.43       15400     34.6
global route                   0.782             5.42       16200     36.3
global placement               0.867             3.43       15400     34.6
floorplan                       1.86             3.04       13700        -
CTS                            0.854             5.29       16200     36.3
finish                         0.902             5.23       16200     36.3
cell usage after synthesis, drive strengths merged:
master / number
and4b: 3
nor4b: 1
and2: 256
mux2: 64
and4bb: 3
mux4: 128
and4: 1
edfxtp: 256
clkbuf: 27
buf: 33
nand2b: 8
Power figures rest on the tool's default switching activity, not on a simulated workload.
