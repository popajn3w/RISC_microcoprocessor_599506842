**/design/flow/config.mk**
```make
export PLATFORM = sky130hd
export DESIGN_NAME = rom_aread
export DESIGN_NICKNAME = rom_aread
export VERILOG_FILES = /design/flow/design.v
export SDC_FILE = /design/flow/constraint.sdc
export NUM_CORES = 4
export LEC_CHECK = 1
export CORE_UTILIZATION = 30
export SYNTH_MEMORY_MAX_BITS = 65536
```
**/design/flow/constraint.sdc**
```tcl
current_design rom_aread

set clk_period 279.7
set clk_io_pct 0.2

create_clock -name clk0 -period $clk_period [get_ports {clk}]

set non_clock_inputs [all_inputs -no_clocks]
set_input_delay [expr $clk_period * $clk_io_pct] -clock clk0 $non_clock_inputs
set_output_delay [expr $clk_period * $clk_io_pct] -clock clk0 [all_outputs]
```
**/design/flow/design.v**
```verilog
module rom_aread #(
    parameter pc_width = 10,
    parameter instr_width = 16
)(
    input clk,
    input we,
    input [pc_width-1 : 0] addr,
    input [pc_width-1 : 0] addr2,
    input [instr_width-1 : 0] wr_data,
    output [instr_width-1 : 0] data,
    output [instr_width-1 : 0] data2
); 
reg [instr_width-1 : 0] memory [0 : (1<<pc_width)-1];
always @(posedge clk)
    if(we)
        memory[addr2] <= wr_data;     
assign data  = memory[addr ];
assign data2 = memory[addr2];
endmodule
```
**/design/flow/run.sh**
```bash
#!/bin/bash
# OpenROAD 26Q1-2900-gdf79404cd8, Yosys 0.63+post, stock flow scripts
make -C /OpenROAD-flow-scripts/flow DESIGN_CONFIG=/design/flow/config.mk WORK_HOME=/design/flow/orfs finish
```
==> results_slide.txt <==
Key Metrics from the Run

Clocking
  • Clock root buffer master: sky130_fd_sc_hd__clkbuf_16
  • Total number of H-tree levels: 7
  • Total setup buffers inserted after CTS: 0
  • Number of hold buffers added after cts: 0
  • Number of clock sinks: 16400
  • Maximum buffer depth of the clock tree: 6
  • Number of buffers inserted during clock tree synthesis: 1716
  • Cell resize tally after clock tree synthesis: 0
  • Clock transition at the registers of the reported paths: 0.07 ns
  • Clock tree from TritonCTS: yes

Drt
  • Number of detailed-routing iterations run before antenna repair: 9
  • Final routed wire length divided by cell count: 46.4 um
  • DRC violation count after routing: 0
  • Via density per instance: 6.03
  • Overall via count from detail_route: 461000
  • Number of routed nets with antenna violations: 0
  • Number of design-rule violations left by the first detailed-router iteration: 37600
  • Wire length after detailed routing: 3550000 um

GRT
  • Overall global routing resource usage: 29.8%
  • Overflow after GRT: 0
  • Met3 routing resource usage after global routing: 32.4%
  • Pin count of the biggest net entering global routing: 148
  • Global routing usage on met1: 23.2%
  • Initial antenna violation count: 678
  • Number of global-route vias before repair: 500000
  • Busiest grt layer: met2
  • Global-route wire length before repair: 4630000 um
  • Met2 usage in global routing: 37.7%

Worst setup path
  • Maximum fanout count along the critical path: 66
  • Bufs and invs on worst path: 15
  • CP startpoint: addr[0]
  • Critical path cell sequence: buf_16, buf_4, buf_4, buf_12, buf_4, buf_12, buf_4, buf_4, buf_4, buf_4, mux4_2, nor3_1, buf_4, a2111oi_0, buf_4, nand3_1, o21ai_0, o211ai_1, buf_4, nand4_1, buf_4, clkdlybuf4s50_1
  • Top cell family by delay on the critical path: buffers and inverters
  • Path type of the worst setup path: in -> out
  • Critical Path Max Stage Delay: 1.16 ns
  • Cell mode on critical path: sky130_fd_sc_hd__buf_4
  • Required time worst endpoint: 223.76 ns
  • Worst Path Arrival: 67.37 ns
  • Launching element type of the critical path: input port
  • Max stage delay cell, worst path: sky130_fd_sc_hd__nand4_1
  • Kind of end point of the critical path: primary output

Floorplan
  • Chip Width: 1590 um
  • FP Util: 30.1%
  • Core region area: 2510000 um^2
  • Row count: 582
  • DIE HEIGHT: 1590 um
  • Boundary Pins: 70
  • Area of the chip: 2530000 um^2

STA
  • Normalized max-slew margin: -18.7%
  • RSZ-0062 raised after global routing: false
  • Clock period minus worst slack: 123.31 ns
  • Worst Tran Pin Value: 1.77 ns
  • Max Clk Rate: 8.11 MHz
  • Final tally of max-slew violations: 62
  • Cycle use final: 44.1%
  • Final setup violation count: 0
  • Setup TNS: 0 ns
  • Final hold violations: 0

Logic synthesis
  • Library cell with the largest summed area after synthesis: sky130_fd_sc_hd__edfxtp_1
  • Post-synthesis async set-or-reset flop share: 0%
  • Most frequent cells after synthesis: 16400 x sky130_fd_sc_hd__edfxtp_1, 7909 x sky130_fd_sc_hd__mux4_2, 1770 x sky130_fd_sc_hd__mux2i_1, 1479 x sky130_fd_sc_hd__a22oi_1, 1378 x sky130_fd_sc_hd__clkbuf_1
  • Area leader share: 65.1%
  • Number of cells in the yosys synthesis report: 37500
  • Post-synth EDFFs: 16400
  • Main area contributors: sky130_fd_sc_hd__edfxtp_1 65%, sky130_fd_sc_hd__mux4_2 24%, sky130_fd_sc_hd__mux2i_1 2.3%
  • Count of synthesis-stage warnings from yosys: 1
  • Yosys chip area: 756000 um^2
  • Sequential fraction of the synthesis area: 65.1%
  • Mean instance size in the synthesized netlist: 20.2 um^2
  • Number of different library cells in the post-synthesis netlist: 83
  • Number of flip-flops and latches in the synthesized netlist: 16400
  • Area of the mapped netlist: 756000 um^2
  • Most frequent cell after synthesis: sky130_fd_sc_hd__edfxtp_1
  • Most used flip-flop cell after synthesis: sky130_fd_sc_hd__edfxtp_1
  • Number of cells produced by synthesis: 37500

Cells and area
  • Layout fillers: 228000
  • Largest reg by FF count: memory
  • Combinational gate area: 251000 um^2
  • Max reg flops: 16400
  • Layout area overhead: 15.8%
  • Share of layout cells above drive strength 1: 38.2%
  • Sequential cell area in the final layout: 492000 um^2
  • Biggest regs: memory (16384)

Pwr
  • Largest voltage drop on the vdd net: 5.87 uV
  • Overall power consumption: 5570 uW
  • Reported net switching power: 1400 uW
  • Static leakage power: 0.268 uW
  • Combinational power share: 10.0%
  • Reg power frac: 48.5%
  • Internal power: 4170 uW
  • Switching fraction of total power: 25.1%
  • Power share of the clock group: 41.5%
  • Power Density: 6.36 nW/um^2

Worst hold path
  • Worst hold path cell count: 1
  • Hold path start: wr_data[7]
  • Min-Delay Path Class: in -> reg
  • Worst Hold Endpoint: memory[254][7]

Run status
  • Failing checks: capacitance limit, slew limit
  • Outcome: finished with violations

Placement
  • Placed wire-length estimate: 2400000 um
  • Count of input and output buffers: 69
  • Placer Congestion: 1.03

Run
  • Total of max-cap violations: 13
  • Count of tool warnings: 64
-- through the flow --
stage               std cells  hold slack, ns  cell area (um^2)  worst slack (ns)  util [%]
floorplan               37500           56.04            756000            165.13         -
global placement        71400           56.38            815000            156.78      32.4
detailed placement      71400           56.39            815000            156.75      32.5
CTS                     74500           54.85            870000            156.71      34.7
global route            75900           54.91            874000            156.49      34.8
finish                  76500           54.89            875000            156.39      34.9
-- layer usage --
metal	share of wire, %	up-vias
li1	-	172000
met2	41	47200
met1	24	231000
met5	1.4	-
met4	10	848
met3	24	10200
-- logic make-up (layout without fill, tap and decap cells) --
family	count (synthesis)	in the layout	share of synthesized area (%)
multiplexers	9798	9798	26.1
other	0	1952	0
AND-OR/OR-AND	4830	4830	4.53
flip-flops	16400	16400	65.1
AND/OR/NAND/NOR	3246	3246	1.89
buffers and inverters	3215	6985	2.38
-- cell type report --
| class | instances | area share, % |
|---|---|---|
| Sequential cell | 16400 | 56.2 |
| Multi-Input combinational cell | 17900 | 28.7 |
| Clock buffer | 2063 | 5.12 |
| Tap cell | 33300 | 4.76 |
| Timing Repair Buffer | 3867 | 3.50 |
| Clock inverter | 1039 | 1.16 |
| Antenna cell | 1952 | 0.558 |
| Inverter | 16 | 0.0137 |
-- power groups by stage --
stage	Clock, uW	Sequential, uW	Combinational, uW
after CTS	2320	2700	529
after global routing	2400	2700	557
final	2310	2700	558
-- how the worst max path moves through the flow --
stage                       to  slack (ns)  depth (start not counted)
after CTS             data[10]      156.71                         22
after global routing  data[10]      156.49                         22
final                 data[10]      156.39                         22
-- layout by cell type, fill, tap and decap left out, types with 718 or more instances in the layout --
cell type and count:
sky130_fd_sc_hd__edfxtp_1 16400, sky130_fd_sc_hd__mux4_2 7909, sky130_fd_sc_hd__buf_4 3692, sky130_fd_sc_hd__diode_2 1952
sky130_fd_sc_hd__mux2i_1 1768, sky130_fd_sc_hd__clkbuf_16 1743, sky130_fd_sc_hd__a22oi_1 1476, sky130_fd_sc_hd__nor2_2 1040
sky130_fd_sc_hd__nand2_1 958, sky130_fd_sc_hd__a21oi_1 718
Power is estimated from default activity; no workload was simulated.
